### design.v
module avalon_rgb_led_bargraph_slave
(
	input		wire				clock,
	input		wire				resetn,
	input		wire				read,
	input		wire				write,
	input		wire				chipselect,
	input		wire	 [3:0]	address,
	input		wire	 [3:0]	byteenable,
	input		wire	[31:0]	writedata,
	output	reg   [31:0]	readdata,
	output   reg	         mtrx_wr,
	output   reg	 [8:0]	mtrx_wr_addr,
	output   reg	 [7:0]   mtrx_wr_data,
	output   reg            mtrx_buffer_select,
	input		wire           mtrx_buffer_current,
	output   reg	 [8:0]   mtrx_level,
	output	reg   [23:0]	timebase_reset_value,
	input   	wire           timebase_flag,
	output  	reg            timebase_flag_clear,
	output	reg	 [7:0]	leds
);
reg [31:0] slv_reg0;
reg [31:0] slv_reg1;
reg [31:0] slv_reg2;
reg [31:0] slv_reg3;
reg  [8:0] mtrx_addr;
always @ (posedge clock or negedge resetn)
begin
	if (!resetn)
	begin
		readdata <= 0;
		mtrx_addr <= 0;
		mtrx_wr <= 0;
		mtrx_wr_addr <= 0;
		mtrx_wr_data <= 0;
		mtrx_buffer_select <= 0;
		mtrx_level <= 9'h100;
		timebase_reset_value <= 1_666_666;
		timebase_flag_clear <= 0;
		slv_reg0 <= 32'hdeadbeef;
		slv_reg1 <= 32'hbeefcafe;
		slv_reg2 <= 32'habad1dea;
		slv_reg3 <= 32'hbad1dea5;
		mtrx_addr <= 0;
		leds <= 8'haa;
	end
	else
 	begin
	   mtrx_wr <= 0;
		timebase_flag_clear <= (chipselect && write && (byteenable == 4'b1111)) && (address == 4'h05) && writedata[0];
		if (chipselect && write && (byteenable == 4'b1111))
		begin
			case (address)
				4'h0: mtrx_addr <= writedata[8:0];
				4'h1: begin
					mtrx_addr <= mtrx_addr + 1;
					mtrx_wr <= 1;
					mtrx_wr_addr <= mtrx_addr;
					mtrx_wr_data <= writedata[7:0];
				end
				4'h2: mtrx_buffer_select <= writedata[0];
				4'h3: mtrx_level <= writedata[8:0];
				4'h4: timebase_reset_value <= writedata[23:0];
				4'h6: leds <= writedata[7:0];
			endcase
		end
		if (chipselect && read && (byteenable == 4'b1111))
		begin
			case (address)
	        4'h0   : readdata <= slv_reg0;
	        4'h1   : readdata <= slv_reg1;
	        4'h2   : readdata <= slv_reg2;
	        4'h3   : readdata <= slv_reg3;
	        4'h4   : readdata <= { 8'b0, timebase_reset_value };
	        4'h5   : readdata <= { 31'b0, timebase_flag };
			  default: readdata <= 0;
			endcase
		end
	end
end
endmodule
### run.sh
#!/bin/bash
# OpenROAD 26Q1-2900-gdf79404cd8, Yosys 0.63+post, stock flow scripts
make -C /OpenROAD-flow-scripts/flow DESIGN_CONFIG=/design/flow/config.mk WORK_HOME=/design/flow/orfs finish
### config.mk
export PLATFORM = sky130hd
export DESIGN_NAME = avalon_rgb_led_bargraph_slave
export DESIGN_NICKNAME = avalon_rgb_led_bargraph_slave
export VERILOG_FILES = /design/flow/design.v
export SDC_FILE = /design/flow/constraint.sdc
export NUM_CORES = 4
export LEC_CHECK = 1
export CORE_UTILIZATION = 50
### constraint.sdc
current_design avalon_rgb_led_bargraph_slave

set clk_period 2.3
set clk_io_pct 0.2

create_clock -name clk0 -period $clk_period [get_ports {clock}]

set non_clock_inputs [all_inputs -no_clocks]
set_input_delay [expr $clk_period * $clk_io_pct] -clock clk0 $non_clock_inputs
set_output_delay [expr $clk_period * $clk_io_pct] -clock clk0 [all_outputs]
==> results.json <==
{
  "ff2ff_path_depth": 5,
  "drive_gt1_frac": 0.251,
  "utilization": 0.731,
  "grt.overflow.total": 0,
  "p_leak_nw": 2.69,
  "crit_path_max_fanout": 18,
  "fmax_mhz": 526,
  "syn_area_sq_mm": 0.00430,
  "std_cell_rows": 33,
  "finalHoldViolations": 0,
  "ant_nets": 0,
  "cts-root-buf": "clkbuf_8",
  "clk_latency_ns": 0.36,
  "antenna_found_initial": 0,
  "end_kind": "register",
  "synth-edff-count": 0,
  "clock_skew_ns": 0.00936,
  "htree_levels": 3,
  "core_util_floorplan": 0.521,
  "die_x_um": 94.7,
  "pre_cts_ws_ns": 0.0213,
  "grt_max_degree": 46,
  "dieArea_sq_mm": 0.00897,
  "diodes": 0,
  "slew_violations": 0,
  "cts_buffers": 9,
  "slew_headroom": 0.655,
  "drc": 0,
  "tns_ns": 0,
  "synth-seq-area-share": 0.587,
  "ff_latch_area_sq_mm": 0.00252,
  "arrival_ns": 2.15,
  "dr.max_layer_used": "met4",
  "criticalPathCategory": "primary input to register",
  "yosysChipArea_sq_mm": 0.00430,
  "cts_hold_buf": 0,
  "cts.sink_count": 100,
  "post-route-min-period_ns": 1.90,
  "crit-reg2reg-launch": "mtrx_addr[0]",
  "cap_violations": 0,
  "gp_congestion": 0.814,
  "final.setup.worst_slack_ns": 0.399,
  "core_sq_mm": 0.00826,
  "routed_via_density": 5.40,
  "power_density_mw_per_mm2": 564,
  "ir_worst_vdd_mv": 0.480,
  "ys_cells": 350,
  "grt_pass1_vias": 3145,
  "status": "finished clean",
  "chipHeight_um": 94.7,
  "synth-main-ff-cell": "dfrtp_1",
  "clk_pin_slew_worst_paths_ns": 0.10,
  "synth_cell_types": 42,
  "io_buffers": 130,
  "ctsLongestPathBuffers": 2,
  "whs_ns": 0.0627,
  "required_ns": 2.54,
  "tool_warnings": 35,
  "period_used_share": 0.827,
  "io-pin-count": 140,
  "drtIter0Drc": 162,
  "grt_pass1_wl_um": 16100,
  "dr_wl_met3_um": 722,
  "synthesis.area_per_instance_sq_um": 12.3,
  "cts_resized": 0,
  "startpoint": "address[3]",
  "wl_um": 10100,
  "post-dp-hpwl_um": 7040,
  "post_cts.repair.setup_buffers": 0,
  "yosys_warnings": 1,
  "power.total_mw": 3.41,
  "syn_to_final_growth_pct": 40.4,
  "wl_per_cell_um": 16.6,
  "fillers": 585,
  "setup_violations": 0,
  "drt-met1-wl_um": 4610,
  "hold_path_class": "primary input to asynchronous set/reset pin",
  "tightest_slew_ns": 0.517,
  "synth_async_sr_flop_share": 1.00,
  "num_vias": 3263,
  "cp-start-kind": "primary input",
  "cts_tree": "built",
  "gr-usage-all-layers": 0.247,
  "ys.flops": 100,
  "combGateArea_sq_mm": 0.00165,
  "syn_inst": 350,
  "drt_first_pass_iters": 4,
  "wl_met2_um": 4580,
  "rsz0062_at_grt": "no"
}
[critical path, cell delays in order]
cell             delay, ns
clkdlybuf4s50_1       0.44
buf_4                 0.20
nor4b_4               0.42
nand2_4               0.26
mux2_4                0.36
[stage by stage]
step                area [sq um]  instances
floorplan                   4300        350
global placement            5840        588
detailed placement          5840        588
CTS                         6040        604
global route                6040        604
finish                      6040        604
[final timing paths]
check,endpoint,slack (ns)
worst max-delay path,mtrx_wr_addr[3],0.40
worst min-delay path,leds[0],0.06
worst max register to register,mtrx_addr[8],0.76
worst min register to register,readdata[12],0.48
max in group asynchronous,timebase_reset_value[11],1.53
min in group clk0,readdata[12],0.48
[synth_stat cells (6+ instances only)]
master    instances  share of area
nand2_1          38          0.033
o31ai_1           6          0.010
dfrtp_1          83           0.48
o21ai_0          30          0.035
a21oi_1          34          0.040
clkbuf_1          8         0.0070
dfstp_2          17           0.10
nand3_1           6         0.0070
nor2_1            8         0.0070
buf_2             8         0.0093
mux2_4            9          0.031
mux2_2           51           0.13
[cell families (layout without fill, tap and decap cells)]
group	after synthesis	count (layout)	synth area share
AND/OR/NAND/NOR	79	79	0.104
multiplexers	60	60	0.165
adder cells (fa/ha/maj)	1	1	0.00291
buffers and inverters	25	174	0.0294
AND-OR/OR-AND	85	85	0.111
flip-flops	100	100	0.587
[placed cells by master (no fill, tap or decap), drive strengths merged, types with 9 or more instances in the layout]
master	count
dfrtp	83
nand2	40
clkbuf	10
clkdlybuf4s50	129
buf	24
mux2	60
a21oi	34
o21ai	30
dfstp	17
nor2	9
[power by group]
group          internal [mW]  switching (mW)  total [mW]
Clock                  0.517           0.621        1.14
Combinational          0.234           0.151       0.385
Sequential              1.83          0.0496        1.88
[metal layers]
| metal | track usage | vias to the layer above |
|---|---|---|
| met5 | 0 | - |
| li1 | - | 1546 |
| met4 | 0.0278 | 0 |
| met3 | 0.0621 | 10 |
| met1 | 0.420 | 1602 |
| met2 | 0.356 | 105 |
[registers in the layout, indices dropped and copies added, names as in the netlist]
register,cells
leds,8
mtrx_addr,9
mtrx_buffer_select,1
mtrx_level,9
mtrx_wr,1
mtrx_wr_addr,9
mtrx_wr_data,8
readdata,30
timebase_flag_clear,1
timebase_reset_value,24
[layout make-up]
cell class | count | area share
well taps | 105 | 0.0218
repair buffers | 153 | 0.250
inverters | 5 | 0.00311
multi-input cells | 225 | 0.274
clock buffers | 10 | 0.0211
clock inverters | 6 | 0.0118
flip-flops and latches | 100 | 0.418
